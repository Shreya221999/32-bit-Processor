==> ./design.v <==
`timescale 1ns / 1ps
module procsn32(
    input clock,
    input [31:0] inst,
    output [31:0] result
    );
    wire [4:0] rs1_num, rs2_num, rd_num;
    reg [4:0] rd_num_r, rd_num_rr;
    wire [3:0] ctrl;
    wire [31:0]  rs1, rs2;
    wire [31:0] inst_r,outP;
    inst_dec ID (inst, rs1_num, rs2_num, rd_num, inst_r, clock);
    control CTRL (inst_r, ctrl, clock);
    always@(posedge clock) begin
    rd_num_r <= rd_num;
    rd_num_rr <= rd_num_r;
    end 
    ALU ALU (rs1, rs2, ctrl, outP, clock);
    regBank regB(clock, rs1_num, rs2_num, rd_num_rr, outP, rs1, rs2);
    assign result = outP;
endmodule
module regBank(input clock, input [4:0] rs1_num, rs2_num, dataW_num, 
               input [31:0] dataW, output reg [31:0] data1, data2);
reg [31:0] regBank [0:31];   
always@(posedge clock) begin
data1 <= regBank[rs1_num];
data2 <= regBank[rs2_num];
regBank[dataW_num] <= dataW;
end
endmodule
module inst_dec(input [31:0] inst, 
    output [4:0] rs1_num, rs2_num, rd_num,
    output reg [31:0] inst_r, input clock);
always@(posedge clock) inst_r = inst;
assign rs1_num = inst_r[19:15];    
assign rs2_num = inst_r[24:20];    
assign rd_num = inst_r[11:7];   
endmodule
module control(input [31:0] inst, output reg [3:0] ctrl, input clock);
parameter   ADD = 10'b0000001, SUB = 10'b0010001, SLL = 10'b0000011,
            SRL = 10'b0010011, SRA = 10'b0100011, SLT = 10'b0000111,
            SLTU= 10'b0010111, XOR = 10'b0001111, OR  = 10'b0011111,
            AND = 10'b0101111;        
    always@(posedge clock) begin                 
    case({inst[14:12],inst[3:0]})  
            ADD : ctrl = 4'h1;
            SUB : ctrl = 4'h2;
            SLL : ctrl = 4'h3; 
            SRL : ctrl = 4'h4;
            SRA : ctrl = 4'h5;
            SLT : ctrl = 4'h6;
            SLTU: ctrl = 4'h7;
            XOR : ctrl = 4'h8;
            OR  : ctrl = 4'h9;
            AND : ctrl = 4'ha;
            default : ctrl = 4'h0;
    endcase
    end
endmodule
module ALU(input [31:0] rs1, input [31:0] rs2, input [3:0] ctrl,
             output reg [31:0] outP, input clock);
always@(posedge clock) begin 
case(ctrl)  
4'h1 : outP = rs1 + rs2 ;
4'h2 : outP = rs1 - rs2 ;
4'h3 : outP = rs1 << rs2[4:0] ; 
4'h4 : outP = rs1 >> rs2[4:0] ;
4'h5 : outP = $signed(rs1) >>> rs2[4:0] ;
4'h6 : outP = ($signed(rs1) < $signed(rs2)) 
              ? 32'h00000001 : 32'h00000000 ;
4'h7 : outP = (rs1 < rs2) 
              ? 32'h00000001 : 32'h00000000 ;
4'h8 : outP = rs1 ^ rs2 ;
4'h9 : outP = rs1 | rs2 ;
4'ha : outP = rs1 & rs2 ;
default : outP = 32'hxxxxxxxx ;
endcase
end
endmodule
==> ./run.sh <==
#!/bin/bash
# OpenROAD 26Q1-2900-gdf79404cd8, Yosys 0.63+post, stock flow scripts
make -C /OpenROAD-flow-scripts/flow DESIGN_CONFIG=/design/flow/config.mk WORK_HOME=/design/flow/orfs finish
==> ./config.mk <==
export PLATFORM = sky130hd
export DESIGN_NAME = procsn32
export DESIGN_NICKNAME = procsn32
export VERILOG_FILES = /design/flow/design.v
export SDC_FILE = /design/flow/constraint.sdc
export NUM_CORES = 4
export LEC_CHECK = 1
export CORE_UTILIZATION = 40
==> ./constraint.sdc <==
current_design procsn32

set clk_period 14.3
set clk_io_pct 0.2

create_clock -name clk0 -period $clk_period [get_ports {clock}]

set non_clock_inputs [all_inputs -no_clocks]
set_input_delay [expr $clk_period * $clk_io_pct] -clock clk0 $non_clock_inputs
set_output_delay [expr $clk_period * $clk_io_pct] -clock clk0 [all_outputs]
==> notes.md <==
Physical design

The total cell area reported by yosys after synthesis stands at 58280 um2. The clock input transition at the sequential cells of the worst setup and hold paths stands at 0.06 ns. The tool flagged a number of max-cap violations equal to 0.

The report lists the cells along the critical path as buf_4 > clkdlybuf4s50_1. The initial antenna violation count was 3. The multiplexer fraction of the synthesized cell area stands at 0.2918.

In this run, the synthesized area fraction spent on xor and xnor cells is recorded as 0.004208. The synthesized-area fraction occupied by ao, oa, aoi and oai cells stands at 0.05008. The share of power burned in combinational logic stands at 0.205.

After synthesis, the largest family of logic cells by area is multiplexers. Once layout is complete, the utilization of the core stands at 0.4561. The routability congestion estimate from global placement stands at 0.9573. Grouping stages by cell kind, the critical path spends the most delay in buffers and inverters. Setup repair after global routing left no endpoint under its margin. The data required time of the worst path stands at 11.44 ns.

The maximum net fanout on the critical path stands at 33. For this run, asynchronously set or reset flops after synthesis account for 0. Along the worst hold path, the cell count comes to 0.

TritonCTS built the clock tree. The overall overflow remaining after global route stands at 0. The run finished with clean final reports. For the worst setup path, the data arrival time is 2.13 ns. The final wirelength stands at 171500 um. In this run, the synthesized area fraction spent on and/or/nand/nor cells is recorded as 0.03282. After detailed placement, the design holds a cell count of 5174. After clock tree synthesis, the repair step resized 0 gates.

The post-route antenna net violation count stands at 0. The worst setup path is captured at a primary output. Counting cells, the worst reg-to-reg path comes to 12. Per the hold report, the tightest min-delay path originates at rd_num_r[1]$_DFF_P_. The yosys synthesis warning count stands at 5.

The internal power contribution stands at 7.016 mW. The report lists the power per cell area as 147.9 nW/um2. The number of hold-repair buffers added at the cts stage stands at 0.

The maximum ir drop on the vdd rail stands at 120.2 uV. The die covers 147200 um2. The count of instantiated cells in the yosys netlist stands at 3330. The total vias in the final route stands at 33360.

For reference, the most critical setup path is categorized as flop to primary output. The number of enable-type register cells in the synthesized netlist stands at 1024. The core region is 144200 um2. The fill cell total of the finished layout stands at 12040.

The insertion delay at the late pin of the worst-skew pair stands at 0.75 ns. The part of the total power dissipated in the clock network stands at 0.341. The layout summary lists the proportion of cells stronger than drive strength 1 as 0.3394. The half-perimeter wire length of the detailed placement result stands at 103900 um. The number of cell rows stands at 139.

The overall die height stands at 383.7 um. The tightest min-delay check is of the flop to flop type. Overall routing resource usage recorded by global route was 0.2591. Buffers inserted during clock tree synthesis total 118.

The most common logic cell in the final layout is sky130_fd_sc_hd__edfxtp_1. In the finished design, the share of the clock period the worst path needs comes to 0.3491. The DRC violation total left in the routed layout is recorded as 0. The shortest period the worst path allows stands at 4.992 ns. Per the timing report, the achievable frequency comes out to 200.3 MHz. The clock tree synthesis step divided the H-tree into 3 levels. The final non-filler cell total stands at 5397. The wire length of the first global-routing pass stands at 250100 um. Looking at the critical path, the single cell with the biggest stage delay is sky130_fd_sc_hd__clkdlybuf4s50_1. Of the total synthesized cell area, the portion taken by full adders, half adders and majority gates is 0.02151. After the first detailed-routing iteration, the DRC count stood at 2278.

The headroom to the max-slew limit stands at 0.4551. The largest net degree at the start of global routing stands at 92. The clock net in this run drives a total of 1161 sinks. The setup slack on the worst flop-to-flop path stands at 9.70 ns. The synthesis-to-finish area growth stands at 12.82%. The wire length per cell stands at 31.78 um.

The count of final max-slew check failures stands at 0. The synthesis report names the predominant flop master as sky130_fd_sc_hd__edfxtp_1. The mapped cell area stands at 58280 um2. The fraction of the yosys area taken by sequential cells stands at 0.5746.

The buffer_ports step reported a buffer count of 54. The final antenna diode tally reported by the flow is 0. The post-route worst hold slack stands at 0.3108 ns. The number of primary I/O pins stands at 65. The final setup skew stands at 0.02997 ns. The count of final hold-check violations stands at 0.

The horizontal die dimension reported for this design is 383.7 um. The final setup TNS stands at 0 ns. Hold analysis lists the worst path endpoint as rd_num_rr[1]$_DFF_P_.

The measured slew at the worst slew-check pin stands at 0.8174 ns. The detailed-router iteration count before antenna repair stands at 17. The net switching power figure stands at 2.707 mW. The leakage dissipation stands at 21.32 nW. The initial core utilization stands at 0.4043. The switching fraction of total power stands at 0.2784. The total tool warning count stands at 101. The via density per instance stands at 6.181. The tree is rooted in a sky130_fd_sc_hd__clkbuf_16.

The via count of the first global-routing pass was 36350. STA lists the endpoint of the worst register-to-register path as ALU.outP[26]$_DFF_P_. The count of unique library cells instantiated by Yosys stands at 88. The post-synthesis area per instance stands at 17.50 um2. Looking at the post-CTS report, the setup buffer insertion count equals 0. The flip-flop and latch count after synthesis stands at 1161.

Ranking logic cells in the layout by count gives the top entries sky130_fd_sc_hd__edfxtp_1, sky130_fd_sc_hd__mux4_2, sky130_fd_sc_hd__buf_4, sky130_fd_sc_hd__nor2_1, sky130_fd_sc_hd__nand2_1. The worst setup path is launched from a flop. Per the timing report, the most critical flop-to-flop path originates at regB.data2[4]$_DFF_P_. The number of logic stages on the critical path including buffering stands at 2. The synthesized instance count stands at 3330.

The count of buffering cells on the critical path with inverters included stands at 2. The longest individual stage delay on the worst path stands at 0.75 ns. The part of the power in registers stands at 0.454. Endpoints with negative setup slack in the final report add up to 0. The clock tree buffer depth stands at 3.
## metal layers
metal  up-vias  wire (um)  GRT usage  share of wire
met5         -        106   0.006823        0.00062
met4         8       4124    0.05039          0.024
met3       269      30530     0.2003           0.18
met2      2207      80390     0.3755           0.47
met1     16830      56400     0.3188           0.33
li1      14040          -          -              -
## power groups by stage
stage / clock network (mW) / registers [mW] / logic [mW]
CTS: 3.37 / 4.42 / 1.99
global route: 3.50 / 4.44 / 2.17
finish: 3.31 / 4.42 / 1.99
## how the worst max path moves through the flow
| stage | to | from |
|---|---|---|
| CTS | result[7] | ALU.outP[7]$_DFF_P_ |
| global route | result[7] | ALU.outP[7]$_DFF_P_ |
| finish | result[7] | ALU.outP[7]$_DFF_P_ |
## sequential cells by signal, indices dropped and copies added (netlist names)
signal        cells
regB.regBank   1024
ALU.outP         32
regB.data1       32
regB.data2       32
ID.inst_r        22
CTRL.ctrl         9
rd_num_r          5
rd_num_rr         5
## synthesized netlist by cell type, types with 8 or more instances
cell type	count	area share
sky130_fd_sc_hd__edfxtp_1	1024	0.53
sky130_fd_sc_hd__mux4_2	690	0.27
sky130_fd_sc_hd__nor2_1	167	0.011
sky130_fd_sc_hd__clkbuf_1	158	0.010
sky130_fd_sc_hd__dfxtp_1	137	0.047
sky130_fd_sc_hd__nand2_1	131	0.0084
sky130_fd_sc_hd__a21oi_1	122	0.010
sky130_fd_sc_hd__inv_1	103	0.0066
sky130_fd_sc_hd__ha_1	97	0.021
sky130_fd_sc_hd__o21ai_0	85	0.0073
sky130_fd_sc_hd__mux2_2	80	0.015
sky130_fd_sc_hd__buf_1	59	0.0038
sky130_fd_sc_hd__mux2i_1	38	0.0065
sky130_fd_sc_hd__nor3_1	32	0.0027
sky130_fd_sc_hd__buf_2	25	0.0021
sky130_fd_sc_hd__xnor2_1	25	0.0038
sky130_fd_sc_hd__nand3_1	24	0.0021
sky130_fd_sc_hd__o211ai_1	22	0.0028
sky130_fd_sc_hd__o22ai_1	20	0.0021
sky130_fd_sc_hd__a211oi_1	17	0.0022
sky130_fd_sc_hd__a21o_1	16	0.0021
sky130_fd_sc_hd__nand2b_1	13	0.0014
sky130_fd_sc_hd__a31oi_1	12	0.0013
sky130_fd_sc_hd__o31ai_1	12	0.0015
sky130_fd_sc_hd__o221ai_1	11	0.0017
sky130_fd_sc_hd__or3_1	11	0.0012
sky130_fd_sc_hd__a2111oi_0	9	0.0014
sky130_fd_sc_hd__nor4_1	9	0.00097
sky130_fd_sc_hd__o21bai_1	9	0.0012
sky130_fd_sc_hd__or2_2	9	0.00097
sky130_fd_sc_hd__a22oi_1	8	0.0010
sky130_fd_sc_hd__nand4_1	8	0.00086
## per-stage QoR
| stage | power, mW | setup slack (ns) | instance area, um2 |
|---|---|---|---|
| final | 9.723 | 9.308 | 65750 |
| after global placement | 6.470 | 9.830 | 61520 |
| after CTS | 9.788 | 9.270 | 65750 |
| after global routing | 10.11 | 9.266 | 65750 |
| after floorplan | 5.693 | 10.51 | 58280 |
| after detailed placement | 6.471 | 9.837 | 61520 |
## final cells by class
type	count	area (um2)	share of cell area
flip-flops and latches	1161	33540	0.5100
multi-input cells	1811	23580	0.3586
clock buffers	160	3435	0.05223
well taps	1903	2381	0.03621
repair buffers	193	1622	0.02466
clock inverters	63	803.3	0.01222
inverters	106	397.9	0.006051
## cell families after synthesis
family | Yosys count
multiplexers | 817
flip-flops | 1161
buffers and inverters | 358
adder cells (fa/ha/maj) | 99
XOR/XNOR | 28
AND/OR/NAND/NOR | 433
AND-OR/OR-AND | 434
Power figures rest on the tool's default switching activity, not on a simulated workload.
